[design.v]
`timescale 1ns/1ps
module Demo04_USint (
);
  wire       [15:0]   fixTo_1_dout;
  wire       [15:0]   a;
  wire       [15:0]   b;
  wire       [31:0]   c;
  fixTo fixTo_1 (
    .din  (c[31:0]           ),  
    .dout (fixTo_1_dout[15:0])   
  );
  assign a = 16'h031a;
  assign b = 16'h0233;
  assign c = (a * b);
endmodule
module fixTo (
  input      [31:0]   din,
  output     [15:0]   dout
);
  wire       [25:0]   temp_temp_dout;
  wire       [24:0]   temp_dout;
  reg        [15:0]   temp_dout_1;
  wire                when_UInt_l119;
  assign temp_temp_dout = ({1'b0,din[31 : 7]} + {1'b0,{24'h0,1'b1}});
  assign temp_dout = (temp_temp_dout >>> 1);
  assign when_UInt_l119 = (|temp_dout[24 : 16]);
  always @(*) begin
    if(when_UInt_l119) begin
      temp_dout_1 = 16'hffff;
    end else begin
      temp_dout_1 = temp_dout[15 : 0];
    end
  end
  assign dout = temp_dout_1;
endmodule
[run.sh]
#!/bin/bash
# OpenROAD 26Q1-2900-gdf79404cd8, Yosys 0.63+post, stock flow scripts
make -C /OpenROAD-flow-scripts/flow DESIGN_CONFIG=/design/flow/config.mk WORK_HOME=/design/flow/orfs finish
[config.mk]
export PLATFORM = sky130hd
export DESIGN_NAME = fixTo
export DESIGN_NICKNAME = fixTo
export VERILOG_FILES = /design/flow/design.v
export SDC_FILE = /design/flow/constraint.sdc
export NUM_CORES = 4
export LEC_CHECK = 1
export CORE_AREA = 10 10 70 70
export DIE_AREA = 0 0 80 80
[constraint.sdc]
current_design fixTo

set clk_period 4.5
set clk_io_pct 0.2

create_clock -name clk0 -period $clk_period

set non_clock_inputs [all_inputs -no_clocks]
set_input_delay [expr $clk_period * $clk_io_pct] -clock clk0 $non_clock_inputs
set_output_delay [expr $clk_period * $clk_io_pct] -clock clk0 [all_outputs]
==> flow_metrics.env <==
# flow metrics
export IMPL_critical_path_class="in2out"
export IMPL_synth_avg_cell_area_um2=6.80
export IMPL_antenna_viol_nets_final=0
export IMPL_fillCellCount=382
export IMPL_path_depth=8
export IMPL_final_layout_top_logic_cells="sky130_fd_sc_hd__clkdlybuf4s50_1 (41), sky130_fd_sc_hd__nand4_1 (21), sky130_fd_sc_hd__nand2_1 (8), sky130_fd_sc_hd__xor2_1 (8)"
export IMPL_end_kind="primary output"
export IMPL_max_vdd_ir_drop_uv=22.2
export IMPL_ctsHoldBuffers=0
export IMPL_fin_crit_sh=0.963
export IMPL_grt_use_total=0.0695
export IMPL_setup_total_negative_slack_ns=0
export IMPL_timing_final_setup_violations=0
export IMPL_buffers_added_on_ports=41
export IMPL_dp_slack_ns=0.169
export IMPL_critical_path_max_stage_delay_ns=0.53
export IMPL_nFlopsAndLatches=0
export IMPL_vias=878
export IMPL_synth_yosys_chip_area_um2=606
export IMPL_synth_stat_cells=89
export IMPL_layout_drive_gt1_share=0.0909
export IMPL_placeableCoreArea_um2=3420
export IMPL_cp_cell_sequence="clkdlybuf4s50_1, nand4_1, nor3_1, nand4_1, a211oi_4, buf_4, nand4_1, clkdlybuf4s50_1"
export IMPL_worstPathMaxFanout=16
export IMPL_grt_busiest_layer="met2"
export IMPL_finalCoreUtilization=0.319
export IMPL_clockBufferCount=0
export IMPL_grt_antenna_before_repair=0
export IMPL_synthCells=89
export IMPL_worst_hold_path_type="in2out"
export IMPL_setup_repair_after_global_routing_missed_its_margin="false"
export IMPL_cts_setup_buffers=0
export IMPL_post_synth_num_cell_types=28
export IMPL_worst_setup_path_endpoint="dout[15]"
export IMPL_global_route_overflow_total=0
export IMPL_maxSlewHeadroom=0.656
export IMPL_antenna_cells_inserted=0
export IMPL_yosys_warnings=1
export IMPL_grt_first_pass_wirelength_mm=3.81
export IMPL_critPathMostFrequentCell="sky130_fd_sc_hd__nand4_1"
export IMPL_finalHoldViolations=0
export IMPL_area_taken_by_flip_flops_and_latches_um2=0
export IMPL_met2_usage=0.117
export IMPL_die_y_um=80
export IMPL_maxCapViolCount=0
export IMPL_cp_top_family="buffers and inverters"
export IMPL_worstMarginPinSlew_ns=0.513
export IMPL_worst_slack_ns=0.166
export IMPL_detailedRoute_firstPassIterationCount=4
export IMPL_post_dr_vias_cell=4.93
export IMPL_floorplan_io_pins=48
export IMPL_dieWidth_um=80
export IMPL_ctsResizeCount=0
export IMPL_timing_critical_path_slowest_stage_cell="sky130_fd_sc_hd__clkdlybuf4s50_1"
export IMPL_gp_congestion=0.815
export IMPL_status="finished clean"
export IMPL_startpoint_type_of_the_worst_setup_path="input port"
export IMPL_drv_slew=0
export IMPL_tool_warnings=39
export IMPL_dr_first_iter_drc_count=65
export IMPL_crit_buf_inv=3
export IMPL_use_met3=0.0227
export IMPL_yosysSeqAreaShare=0
export IMPL_period_minus_slack_ns=4.33
export IMPL_power_density_cell_area_nw_per_um2=52.5
export IMPL_groute_layer_met1_usage=0.0890
export IMPL_holdCritStartpoint="din[17]"
export IMPL_route_detailed_drc=0
export IMPL_wl_per_cell_um=13.4
export IMPL_layout_cells_most_common="sky130_fd_sc_hd__clkdlybuf4s50_1"
export IMPL_fmax_mhz=231
export IMPL_grt_start_max_net_pins=17
export IMPL_route_final_wire_length_mm=2.38
export IMPL_required_ns=3.60
export IMPL_startpoint="din[11]"
export IMPL_synthesis_area_um2=606
export IMPL_worstPathArrival_ns=3.43
export IMPL_first_global_vias=841
export IMPL_detailedPlacementHpwl_mm=1.97
export IMPL_rows=21
export IMPL_floorplan_initialDensity=0.177
export IMPL_power_static_leakage_nw=0.336
export IMPL_area_delta_synth_final_pct=80.2
export IMPL_die_area_um2=6400
-- worst min-delay path by stage --
stage         end  cells after the start
4_1_cts   dout[9]                      4
5_1_grt   dout[9]                      4
6_report  dout[9]                      4
-- logic make-up (layout without fill, tap and decap cells) --
logic type,count (synthesis),after routing,share of synthesized area
xor+xnor,15,15,0.217
fa+ha+maj,1,1,0.0207
buf+inv,4,47,0.0392
compound gates,10,10,0.161
simple gates,59,59,0.562
-- power by group --
part / internal (W) / switching, W / leakage, nW
clock: 0 / 0 / 0
sequential: 0 / 0 / 0
combinational: 0.0000319 / 0.0000254 / 0.336
-- per-stage QoR --
step	area, um^2	power, W	hold slack (ns)	instances
finish	1090	0.0000573	2.90	178
global route	1090	0.0000625	2.94	178
CTS	1090	0.0000572	2.92	178
detailed placement	1090	0.0000569	2.92	178
global placement	1090	0.0000563	2.92	178
floorplan	606	0.0000224	1.90	89
-- routing by layer --
| layer | vias to the layer above | wire (um) |
|---|---|---|
| met5 | - | 0 |
| met4 | 0 | 0 |
| met3 | 0 | 206 |
| met2 | 27 | 1100 |
| met1 | 409 | 1070 |
| li1 | 442 | - |
-- area by class of cell --
class,instances,area (um^2),area share
tap,46,57.6,0.0528
timing repair buffer,46,448,0.411
inverter,1,3.75,0.00344
multi-input combinational,85,582,0.533
-- synthesized netlist by cell type, types with 2 or more instances --
master / instances / area share
sky130_fd_sc_hd__and3_1: 5 / 0.052
sky130_fd_sc_hd__nand4_1: 21 / 0.22
sky130_fd_sc_hd__o31a_1: 2 / 0.029
sky130_fd_sc_hd__buf_4: 2 / 0.025
sky130_fd_sc_hd__nand3_1: 7 / 0.058
sky130_fd_sc_hd__nor4_1: 2 / 0.021
sky130_fd_sc_hd__nor3_1: 3 / 0.025
sky130_fd_sc_hd__xor2_1: 8 / 0.12
sky130_fd_sc_hd__nand2_1: 8 / 0.050
sky130_fd_sc_hd__nor2_1: 5 / 0.031
sky130_fd_sc_hd__or2_2: 2 / 0.021
sky130_fd_sc_hd__and4_1: 2 / 0.029
sky130_fd_sc_hd__xnor2_1: 7 / 0.10
-- worst min-delay path: stages --
cell and delay, ns:
sky130_fd_sc_hd__clkdlybuf4s50_1 0.49, sky130_fd_sc_hd__xor2_1 0.07, sky130_fd_sc_hd__nand4_1 0.08, sky130_fd_sc_hd__clkdlybuf4s50_1 0.46
Power is estimated from default activity; no workload was simulated.
